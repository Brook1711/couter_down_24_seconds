**design/flow/config.mk**
```make
export PLATFORM = sky130hd
export DESIGN_NAME = couter_down_24_seconds
export DESIGN_NICKNAME = couter_down_24_seconds
export VERILOG_FILES = /design/flow/design.v
export SDC_FILE = /design/flow/constraint.sdc
export NUM_CORES = 4
export LEC_CHECK = 1
export CORE_UTILIZATION = 40
```
**design/flow/constraint.sdc**
```tcl
current_design couter_down_24_seconds

set clk_period 3.7
set clk_io_pct 0.2

create_clock -name clk0 -period $clk_period [get_ports {clk}]

set non_clock_inputs [all_inputs -no_clocks]
set_input_delay [expr $clk_period * $clk_io_pct] -clock clk0 $non_clock_inputs
set_output_delay [expr $clk_period * $clk_io_pct] -clock clk0 [all_outputs]
```
**design/flow/design.v**
```verilog
module couter_down_24_seconds(clk, rst, start, LED, digit_seg, digit_cath);
input clk, rst, start;
output LED;
output [7:0] digit_seg;
output [1:0] digit_cath;
wire clk_2;
wire BTN_pulse;
wire flag;
wire [3:0] code1;
wire [3:0] code0;
wire finnal_flag;
wire bell_code;
assign finnal_flag = {code1,code0}==0? 0:1;
flash u_flash(.clk_2(clk_2), .rst(rst), .finnal_flag(finnal_flag), .switch(LED), .bell_code(bell_code));
flag_control u_flag(.clk(clk), .rst(rst), .BTN_pulse(BTN_pulse), .flag(flag)); 
seg_scan decode(.clk_50M(clk),.rst_button(rst), .switch({code1,code0}), .digit_seg(digit_seg), .digit_cath(digit_cath));
debounce #(.N(7)) u_debounce(
    .clk(clk),
    .rst(rst),
    .key(~start),
    .key_pulse(BTN_pulse));
frequency_divider #(.N(24999999)) u_clk_2(
    .clkin(clk),
    .clkout(clk_2)
    );
sequencer u_se(.clk(clk_2), .rst(rst), .flag(flag), .code1(code1), .code0(code0));
endmodule
module sequencer(clk, rst, flag, code1, code0);
input clk;
input rst;
input flag;
output reg [3:0] code1;
output reg [3:0] code0;
initial
begin
    code1=2;
    code0=4;
end
always @(posedge clk or posedge rst) begin
    if (rst) begin
        code1<=2;
        code0<=4;
    end
    else if (flag==1) begin
            if (code1==0 & code0==0) begin
                    code1<=code1;
                    code0<=code0;
            end
            else begin
                if (code1==0) begin
                    code1<=code1;
                    code0<=code0-1;
                end
                else if (code0==0) begin
                    code1<=code1-1;
                    code0<=9;
                end
                else begin
                    code1<=code1;
                    code0<=code0-1;             
                end
            end
    end
    else begin
        code1<=code1;
        code0<=code0;
    end
end
endmodule
module flag_control(clk, rst, BTN_pulse, flag);
input clk;
input rst;
input BTN_pulse;
output reg flag;
initial begin
flag=0;
end
always @(posedge clk or posedge rst ) begin
    if (rst) begin
        flag <= 0;
    end
    else if (BTN_pulse) begin
        flag<=1;
    end
    else begin
        flag<=flag;
    end
end
endmodule
module seg_scan(clk_50M,rst_button, switch, digit_seg, digit_cath);
input clk_50M;  
input rst_button;
input [7:0] switch;
output reg [7:0] digit_seg;  
output [1:0] digit_cath;  
wire reset;  
assign reset = rst_button;
reg [31:0] div_count;
always @(posedge clk_50M,posedge reset)
begin
    if(reset)
        div_count <= 0;    
    else
        div_count <= div_count + 1;
end
wire [7:0] digit_display;
assign digit_display = switch;
wire [3:0] digit;
always @(*)       
begin
    case (digit)
        4'h0:  digit_seg <= 8'b11111100;  
        4'h1:  digit_seg <= 8'b01100000;   
        4'h2:  digit_seg <= 8'b11011010;
        4'h3:  digit_seg <= 8'b11110010;
        4'h4:  digit_seg <= 8'b01100110;
        4'h5:  digit_seg <= 8'b10110110;
        4'h6:  digit_seg <= 8'b10111110;
        4'h7:  digit_seg <= 8'b11100000;
        4'h8:  digit_seg <= 8'b11111110;
        4'h9:  digit_seg <= 8'b11110110;
        4'hA:  digit_seg <= 8'b11101110;
        4'hB:  digit_seg <= 8'b00111110;
        4'hC:  digit_seg <= 8'b10011100;
        4'hD:  digit_seg <= 8'b01111010;
        4'hE:  digit_seg <= 8'b10011110;
        4'hF:  digit_seg <= 8'b10001110;
    endcase
end
reg segcath_holdtime;
always @(posedge div_count[10], posedge reset)
begin
if(reset)
     segcath_holdtime <= 0;
else
     segcath_holdtime <= ~segcath_holdtime;
end
assign digit_cath ={segcath_holdtime, ~segcath_holdtime};
assign digit =segcath_holdtime ? digit_display[7:4] : digit_display[3:0];
endmodule
module debounce (clk,rst,key,key_pulse);
        parameter       N  =  1;                       
    input             clk;
        input             rst;
        input   [N-1:0]   key;                         
    output  [N-1:0]   key_pulse;                   
        reg     [N-1:0]   key_rst_pre;                 
        reg     [N-1:0]   key_rst;                     
        wire    [N-1:0]   key_edge;                    
        always @(posedge clk  or  posedge rst)
          begin
             if (rst) begin
                 key_rst <= {N{1'b1}};                 
                 key_rst_pre <= {N{1'b1}};
             end
             else begin
                 key_rst <= key;                      
                 key_rst_pre <= key_rst;              
             end    
           end
        assign  key_edge = key_rst_pre & (~key_rst); 
        reg [17:0]    cnt;                        
        always @(posedge clk or posedge rst)
           begin
             if(rst)
                cnt <= 18'h0;
             else if(key_edge)
                cnt <= 18'h0;
             else
                cnt <= cnt + 1'h1;
             end  
        reg     [N-1:0]   key_sec_pre;                 
        reg     [N-1:0]   key_sec;                    
        always @(posedge clk  or  posedge rst)
          begin
             if (rst) 
                 key_sec <= {N{1'b1}};                
             else if (cnt==18'h3ffff)
                 key_sec <= key;  
          end
       always @(posedge clk  or  posedge rst)
          begin
             if (rst)
                 key_sec_pre <= {N{1'b1}};
             else                   
                 key_sec_pre <= key_sec;             
         end      
       assign  key_pulse = key_sec_pre & (~key_sec);     
       initial
       begin
        cnt<=0;
        key_rst<=0;
        key_rst_pre<=0;
        key_sec_pre<=0;
        key_sec<=0;
       end
endmodule
module frequency_divider(clkin, clkout);
parameter N = 1;
input clkin;
output reg clkout;
reg [27:0] cnt;
initial 
begin
cnt<=0;
clkout<=0;
end
always @(posedge clkin) begin
    if (cnt==N) begin
        clkout <= !clkout;
        cnt <= 0;
    end
    else begin
        cnt <= cnt + 1;
    end
end
endmodule
module flash(clk_2, rst, finnal_flag, switch, bell_code);
input clk_2;
input rst;
input finnal_flag;
output reg switch;
output reg [2:0] bell_code;
reg [2:0] cnt;
initial
begin
    switch<=1;
    cnt<=0;
    bell_code<=0;
end
always @(posedge clk_2 or posedge rst) begin
    if (rst) begin
        switch<=1;
        cnt<=0;
    end
    else if (finnal_flag==0 &cnt<6) begin
        switch<=~switch;
        cnt<=cnt+1;
    end
    else if (cnt==6) begin
        switch<=1;
        cnt<=7;
    end
    else begin
        switch<=switch;
    end
end
always @(posedge clk_2) begin
    case(cnt)
    0:begin
        bell_code<=0;
    end
    1:begin
        bell_code<=1;
    end
    2:begin
        bell_code<=2;
    end
    3:begin
        bell_code<=3;
    end
    4:begin
        bell_code<=4;
    end
    5:begin
        bell_code<=5;
    end
    6:begin
        bell_code<=6;
    end
    default:begin
        bell_code<=0;
    end
    endcase
end
endmodule
```
**design/flow/run.sh**
```bash
#!/bin/bash
# OpenROAD 26Q1-2900-gdf79404cd8, Yosys 0.63+post, stock flow scripts
make -C /OpenROAD-flow-scripts/flow DESIGN_CONFIG=/design/flow/config.mk WORK_HOME=/design/flow/orfs finish
```
==> notes.md <==
The overall die area was 9800 um2; the share of cells above drive strength 1 was 0.102. The share of flip-flops with an asynchronous set or reset came out at 0.628. For the pin with the worst max-slew slack, the measured transition is 889 ps. For the worst reg-to-reg path, the startpoint reported by OpenROAD is u_clk_2.cnt[0]. In this run, the number of DRC markers left after iteration 0 of detailed routing was 83. Setup repair after global routing left no endpoint under its margin. From left edge to right edge, the die measures 99.0 um. The number of standard cells reported by yosys is 377. STA classifies the critical path startpoint as a register. The final number of setup-violating endpoints is 0. The number of diodes is 0, and the detailed-route DRC error count is 0.

Wires add up to 6280 um. The tools report the end point of the most critical hold path as u_debounce.key_sec_pre[0]. Gates resized during post-CTS repair numbered 0.

For the final database, setup skew stands at 12.1 ps. The post-synthesis instance area was 3760 um2. The number of instances in the synthesized netlist is 377, and the highest ir drop seen on vdd is 0.185 mV.

With the number of antenna violations at the first check in global routing at 0, the number of global-route vias before repair is 2439. The number of warnings reported in the stage logs is 33. Setup slack closes at 1290 ps. The average size of a mapped cell works out to 9.98 um2. The run finished with clean final reports. For the post-DP HPWL, the log shows 4350 um. The power per standard cell area works out to 308 nW/um2. After clock tree synthesis, the flow added hold-fix buffers numbering 0.

The run gives 12 for the tally of buffers added on design ports. The tools report the total negative slack as 0 ps. The CTS report gives the tree buffer count as 9.

The initialized floorplan defines 35 standard-cell rows. The worst register-to-register path ends at u_clk_2.clkout. For the remaining antenna violation count after routing, the log shows 0. The average wire length per cell after detail routing is 12.3 um. The run gives 26 for the largest net degree at the start of global routing. The stat command in Yosys gives a chip area of 3760 um2. Per the repair_timing log after CTS, setup buffers inserted total 0. With the combined global-route utilization of all metal layers at 0.140, the relative slew slack is 0.402.

The run gives 350 ps for the clock latency of the later-clocked register in the worst-skew pair. On the reported timing paths, the clock transition at the registers reads 80 ps. The portion of the clock cycle consumed by the worst path in the final layout was 0.652; the number of H-tree levels was 3.

The run gives 14 as the top-level I/O count. With the length in cells of the worst reg-to-reg path at 4, the worst setup slack for register-to-register paths is 1290 ps. With the tightest hold margin at 367 ps, the number of synthesized register bits is 78.

The tools report the first element of the critical path as u_clk_2.cnt[0]. Per the OpenROAD floorplan log, the area of the core is 9200 um2. The required time of the worst setup path is 3660 ps, and the shortest clock period the worst path allows after layout is 2410 ps. The tools report the number of failing hold endpoints at the final stage as 0. The floorplan utilization came out at 0.409. The script logs the ratio of routed vias to standard cells as 5.19.

The cell sitting at the root of the clock tree is a sky130_fd_sc_hd__clkbuf_8. The die outline height came out at 99.0 um. Derived from the worst setup path, the maximum achievable clock frequency is 0.414 GHz. The number of register pins that no clock reaches came out at 13. The number of unconstrained endpoints came out at 23.

The register share after synthesis is 0.486. The worst setup path is captured at a register. Per the post-place timing report, worst setup slack is 1310 ps. The commonest register cell after synthesis is sky130_fd_sc_hd__dfrtp_1. The worst endpoint data arrival time came out at 2380 ps. The kind of path behind the tightest hold check is register to register. TritonCTS built the clock tree.

The run gives 0 as the max-capacitance violation count. In this run the layout overhead on the synthesized area is reported as 10.8%. The run gives 1 for the post-synth tally of flip-flops with integrated enable. The startpoint identified for the worst hold timing path is u_debounce.key_sec[0]. Synthesis instantiated 49 different standard cells from the library. With the number of vias in the routed layout at 2657, the first-pass detailed-route iteration total is 4.

Per the final report, max-transition violations number 0. For this design the static power due to leakage is 1.73 nW. STA lists the maximum fanout along the critical path as 14.

The first global-routing pass estimated 11200 um of wire. Global route total overflow: 0. The number of cells on the worst hold path is listed as 0. The logs give 9 for the number of warning messages in the yosys log and 1.28 mW for the post-layout total power. The longest clock path from root to sink contains 2 buffers. For reference, the most critical setup path is categorized as register to register. For the final weighted congestion in routability-driven placement, the log shows 0.857.
==> state kept, by name, indices dropped and copies added, names as in the netlist, 2 cells and up <==
register                cells
u_debounce.key_rst          2
u_flash.cnt                 3
u_clk_2.cnt                28
u_se.code0                  4
u_debounce.cnt             18
u_se.code1                  4
u_debounce.key_rst_pre      2
decode.div_count           11
==> metal layers <==
metal / vias to the layer above / part of all wire / track usage
li1: 1366 / - / -
met5: - / 0 / 0
met3: 9 / 0.028 / 0.0267
met1: 1257 / 0.53 / 0.234
met2: 25 / 0.43 / 0.202
met4: 0 / 0.0084 / 0.0172
==> power breakdown <==
group	internal, mW	switching [mW]	total (mW)
Combinational	0.0102	0.0214	0.0316
Sequential	0.719	0.00780	0.726
Clock	0.245	0.281	0.526
Total	0.974	0.310	1.28
==> stage by stage <==
stage               cell area, um2  cells   util
finish                        4170    512  0.453
global route                  4170    512  0.453
CTS                           4170    512  0.453
detailed placement            4000    496  0.435
global placement              4000    496  0.435
floorplan                     3770    378      -
==> cells by family (layout without fill, tap and decap cells) <==
logic type / after synthesis / after routing / synth area share
fa+ha+maj: 15 / 15 / 0.0499
flops: 78 / 78 / 0.486
simple gates: 150 / 150 / 0.215
mux: 13 / 13 / 0.0353
compound gates: 47 / 47 / 0.0778
xor+xnor: 43 / 43 / 0.100
buf+inv: 30 / 53 / 0.0352
other cells: 1 / 2 / 0.000997
==> worst max-delay path by stage <==
stage | end | slack (ps) | depth (start not counted)
4_1_cts | u_clk_2.clkout | 1290 | 4
6_report | u_clk_2.clkout | 1290 | 4
5_1_grt | u_clk_2.clkout | 1160 | 4
==> placed cells by master (no fill, tap or decap), types with 7 or more instances in the layout <==
master	instances
sky130_fd_sc_hd__dfxtp_1	28
sky130_fd_sc_hd__ha_1	15
sky130_fd_sc_hd__nand2_1	29
sky130_fd_sc_hd__nand3_1	23
sky130_fd_sc_hd__nand4_1	14
sky130_fd_sc_hd__nor4_1	8
sky130_fd_sc_hd__dfrtp_1	40
sky130_fd_sc_hd__inv_1	21
sky130_fd_sc_hd__a21oi_1	15
sky130_fd_sc_hd__and3_1	7
sky130_fd_sc_hd__dfstp_2	9
sky130_fd_sc_hd__xor2_1	20
sky130_fd_sc_hd__clkdlybuf4s50_1	12
sky130_fd_sc_hd__xnor2_1	23
sky130_fd_sc_hd__nor2_1	28
sky130_fd_sc_hd__nor3_1	14
sky130_fd_sc_hd__o21ai_0	12
sky130_fd_sc_hd__mux2i_1	11
sky130_fd_sc_hd__clkbuf_8	9
==> cell usage after synthesis (all sizes together) (6+ instances only) <==
master | count | area (um2)
ha | 15 | 188
dfstp | 9 | 236
dfrtp | 40 | 1000
nand4 | 14 | 87.6
nor2 | 28 | 105
inv | 22 | 82.6
or3 | 6 | 37.5
a21oi | 16 | 83.8
and3 | 8 | 51.3
nor3 | 14 | 70.1
nand2 | 29 | 109
nor4 | 9 | 71.3
dfxtp | 28 | 561
xnor2 | 23 | 201
o21ai | 12 | 60.1
mux2i | 11 | 110
nand3 | 24 | 125
xor2 | 20 | 175
==> layout make-up <==
type	instances	area, um2
clock inverter	6	45.0
multi-input combinational	270	1810
tap	111	139
sequential	78	1830
clock buffer	10	128
timing repair buffer	15	143
inverter	22	82.6
fill	879	5030
==> critical path: stages, from the launching register on <==
cell                      delay (ps)
sky130_fd_sc_hd__dfxtp_1         380
sky130_fd_sc_hd__ha_1            220
sky130_fd_sc_hd__nand3_2         170
sky130_fd_sc_hd__or3_1           470
sky130_fd_sc_hd__nor4_4          800
No activity file was given, so power comes from the tool's default toggle rates.
